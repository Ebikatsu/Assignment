==> design.v <==
module adder89(
	input logic  [7:0]x  , 
	input logic  [7:0]y,
	output logic  [8:0] z 
);
wire c[8:1];
fulladder fulladder_0(x[0],y[0],0,z[0],c[1]);
fulladder fulladder_1(x[1],y[1],c[1],z[1],c[2]);
fulladder fulladder_2(x[2],y[2],c[2],z[2],c[3]);
fulladder fulladder_3(x[3],y[3],c[3],z[3],c[4]);
fulladder fulladder_4(x[4],y[4],c[4],z[4],c[5]);
fulladder fulladder_5(x[5],y[5],c[5],z[5],c[6]);
fulladder fulladder_6(x[6],y[6],c[6],z[6],c[7]);
fulladder fulladder_7(x[7],y[7],c[7],z[7],c[8]);
fulladder fulladder_8(0,0,c[8],z[8],);
endmodule
module fulladder
(
	input	logic	a,b,ci,
	output	logic	co,s
);
	assign co =
		(~a &  b &  ci) | 
		( a & ~b &  ci) | 
		( a &  b & ~ci) | 
		( a &  b &  ci) ; 
	assign s =
		( a & ~b & ~ci) | 
		(~a &  b & ~ci) | 
		(~a & ~b &  ci) | 
		( a &  b &  ci) ; 
endmodule
module fulladderUsingHalfadder
(
	input	logic	a,b,ci,
	output	logic	co,s
);
	wire co0,co1,s0;
	halfadder ha0(a,b,co0,s0);
	halfadder ha1(s0,ci,co1,s);
	assign co = co0 | co1;
endmodule
==> run.sh <==
#!/bin/bash
# OpenROAD 26Q1-2900-gdf79404cd8, Yosys 0.63+post, stock flow scripts
make -C /OpenROAD-flow-scripts/flow DESIGN_CONFIG=/design/flow/config.mk WORK_HOME=/design/flow/orfs finish
==> config.mk <==
export PLATFORM = sky130hd
export DESIGN_NAME = adder89
export DESIGN_NICKNAME = adder89
export VERILOG_FILES = /design/flow/design.v
export SDC_FILE = /design/flow/constraint.sdc
export NUM_CORES = 4
export LEC_CHECK = 1
export CORE_AREA = 10 10 70 70
export DIE_AREA = 0 0 80 80
==> constraint.sdc <==
current_design adder89

set clk_period 3.3
set clk_io_pct 0.2

create_clock -name clk0 -period $clk_period

set non_clock_inputs [all_inputs -no_clocks]
set_input_delay [expr $clk_period * $clk_io_pct] -clock clk0 $non_clock_inputs
set_output_delay [expr $clk_period * $clk_io_pct] -clock clk0 [all_outputs]
==> impl_metrics.py <==
# Generated from Yosys and OpenROAD reports
metrics = {
    "outcome": {
        "run_status": "finished clean",
    },
    "final_layout": {
        "fillCellCount": 395,
        "syn_to_final_growth_pct": 102.0,
        "flops": 0,
        "design_area_um2": 616.8,
        "logic_area_um2": 257.7,
        "clkbuf_count": 0,
        "regArea_um2": 0,
        "finalNonFillerCells": 100,
        "drive_gt1_share_pct": 33.33,
    },
    "min_path": {
        "hp-class": "primary input to output pin",
    },
    "routing": {
        "via_per_inst": 2.860,
        "avgRoutedWirePerCell_um": 8.220,
        "drt_pass1_iterations": 1,
        "routed_wl_um": 822,
        "drc": 0,
        "diodes": 0,
        "vias": 286,
        "ant_nets": 0,
        "drt-initial-drc-count": 0,
    },
    "placement": {
        "place_area_um2": 580.6,
        "io_buffers": 24,
        "gp_congestion": 0.7133,
        "dp_cells": 97,
        "hpwl_um": 721.7,
    },
    "synth": {
        "synth_top_area_share_pct": 22.13,
        "area_leaders": "buf_4 (22%), maj3_1 (20%), xor2_1 (14%)",
        "ys_seq_share_pct": 0,
        "synth_top_cell_by_count": "buf_4",
        "top_area_cell": "buf_4",
        "yosysWarnings": 1,
        "syn_inst": 30,
        "synth_area_um2": 305.3,
        "synth.avg_cell_area_um2": 10.18,
        "yosysCellCount": 30,
        "top_cells_by_count": "buf_4 (9), maj3_1 (6), xor2_1 (5)",
        "ys_area_um2": 305.3,
        "synth.distinct_cells": 10,
    },
    "worst_setup_path": {
        "critPathRequiredTime_ns": 2.64,
        "path_class": "primary input to output pin",
        "crit_path_max_fanout": 2,
        "crit_path_start_kind": "primary input",
        "cp.arrival_ns": 2.48,
        "cp-end-kind": "output pin",
    },
    "sta": {
        "rsz0062_at_grt": "no",
        "finalSetupViolations": 0,
        "slew_viol_final": 0,
        "post-route-min-period_ns": 3.144,
        "hold_viol": 0,
        "finalCritPeriodShare_pct": 95.27,
        "fmax_ghz": 0.3181,
    },
    "die": {
        "coreArea_um2": 3416,
        "die_h_um": 80,
        "fp_util_pct": 8.938,
        "rows": 21,
        "io_pins": 25,
        "die_w_um": 80,
        "dieArea_um2": 6400,
    },
    "clock_network": {
        "postCtsHoldBufs": 0,
    },
    "grt": {
        "grt_antenna_before_repair": 0,
        "grt_pass1_vias": 288,
        "grt_max_degree": 4,
        "grt_use_total_pct": 2.155,
        "grt_pass1_wl_mm": 1.186,
        "grt_overflow": 0,
    },
    "pwr": {
        "peakVddDrop_v": 0.0001350,
        "p_leak_uw": 0.0002897,
        "power_density_nw_per_um2": 288.8,
    },
    "job": {
        "cap_viol_max_count": 0,
        "log.warning_count": 32,
    },
}
[kinds of logic (layout without fill, tap and decap cells)]
logic type	count (synthesis)	after routing	share of synthesized area, %
xor+xnor	12	12	49.18
buf+inv	9	33	22.13
fa+ha+maj	8	8	27.46
other cells	1	1	1.228
[final cells by class]
cell class         instances  share of cell area (%)
repair buffers            33                   48.88
multi-input cells         21                   41.78
well taps                 46                   9.331
[through the flow]
stage	power, uW	TNS [ns]	hold slack (ns)	util, %	setup WS, ns
6_report	178.1	0	1.968	18.06	0.1560
3_3_place_gp	174.8	-2.219	2.320	17.00	-0.5401
2_1_floorplan	109.3	0	1.515	-	0.1521
3_5_place_dp	174.1	-2.266	2.318	17.00	-0.5429
4_1_cts	184.5	0	1.970	17.77	0.02457
5_1_grt	195.5	0	1.977	18.06	0.06481
[cell usage in the layout, fill, tap and decap left out]
| cell | synthesis | layout |
|---|---|---|
| clkdlybuf4s50_1 | 0 | 12 |
| buf_4 | 9 | 7 |
| maj3_1 | 6 | 6 |
| xor2_1 | 5 | 5 |
| buf_2 | 0 | 4 |
| dlymetal6s2s_1 | 0 | 4 |
| xnor2_1 | 4 | 3 |
| dlygate4sd2_1 | 0 | 3 |
| buf_6 | 0 | 2 |
| xor3_2 | 1 | 1 |
| xnor2_2 | 0 | 1 |
| xnor3_2 | 1 | 1 |
| xnor3_1 | 1 | 1 |
| maj3_2 | 1 | 1 |
| ha_4 | 0 | 1 |
| conb_1 | 1 | 1 |
| clkdlybuf4s15_1 | 0 | 1 |
[where the power goes]
part	total (uW)	switching [uW]	internal [uW]
Sequential	0	0	0
Combinational	178	51.9	126
Clock	0	0	0
[critical path, stage by stage]
cell and delay [ns]:
clkdlybuf4s50_1 0.49, xor2_1 0.24, xnor2_1 0.20, xnor3_1 0.36
maj3_2 0.29, dlygate4sd2_1 0.24
[per-layer routing]
layer  global-route usage, %  vias up  wire length [um]
met5                       0        -                 0
met4                       0        0                 0
met3                   1.591        0               171
met2                   2.729       24               252
met1                   2.998      123               399
li1                        -      139                 -
[path summary, 6_finish.rpt]
path	from	endpoint	cells past startpoint
setup / recovery	x[4]	z[7]	6
hold / removal	y[0]	z[0]	3
[what timing repair did]
item,CTS,global route
pin swaps,5,3
gates resized,23,4
setup endpoints to repair,6,2
setup buffers,3,0
Power is estimated from default activity; no workload was simulated.
