[/design/flow/design.v]
module clkgen2500
(
	input	logic clk2500,
	output	logic	clk1
);
	reg	[11:0]	prescale;
	always_ff @(posedge clk2500)
		if(prescale == 2499)
		begin
			prescale	<=	0;
			clk1		<=	~clk1;
		end
		else
		begin
			prescale	<=	prescale+1;
			clk1		<=	clk1;
		end
endmodule
[/design/flow/run.sh]
#!/bin/bash
# OpenROAD 26Q1-2900-gdf79404cd8, Yosys 0.63+post, stock flow scripts
make -C /OpenROAD-flow-scripts/flow DESIGN_CONFIG=/design/flow/config.mk WORK_HOME=/design/flow/orfs finish
[/design/flow/config.mk]
export PLATFORM = sky130hd
export DESIGN_NAME = clkgen2500
export DESIGN_NICKNAME = clkgen2500
export VERILOG_FILES = /design/flow/design.v
export SDC_FILE = /design/flow/constraint.sdc
export NUM_CORES = 4
export LEC_CHECK = 1
export CORE_AREA = 10 10 81 81
export DIE_AREA = 0 0 91 91
[/design/flow/constraint.sdc]
current_design clkgen2500

set clk_period 2.0
set clk_io_pct 0.2

create_clock -name clk0 -period $clk_period [get_ports {clk2500}]

set non_clock_inputs [all_inputs -no_clocks]
set_input_delay [expr $clk_period * $clk_io_pct] -clock clk0 $non_clock_inputs
set_output_delay [expr $clk_period * $clk_io_pct] -clock clk0 [all_outputs]
==> reports/metrics.csv <==
stage,metric,value,unit
run,Log Warnings,25,
grt,gr usage total,0.0219,
logic_synthesis,Post-synth EDFFs,1,
clock_tree,CTS max path bufs,2,
logic_synthesis,ys cells,55,
grt,gr ovfl total,0,
run,MaxCap Viol Count,0,
logic_synthesis,Post-Syn Area per Cell,9.99,um2
clock_tree,clk latency late pin,0.24,ns
sta,unrepaired setup endpoints after global routing,false,
detailed_routing,met1 wire length,515,um
sta,Slew headroom,0.782,
clock_tree,Root Driver,clkbuf_8,
sta,TNS Setup,0,ns
status,outcome,finished clean,
sta,Tcrit/Tclk final,0.809,
detailed_routing,highest routed layer,met4,
clock_tree,Num CTS Buffers,3,
placed_design,# port buffers,1,
die,FP Util,0.114,
sta,post-layout min period,1.62,ns
logic_synthesis,"Seq share, synth",0.492,
worst_setup_path,Startpoint Class,flop,
detailed_routing,WL final,992,um
die,Die Ht,91,um
clock_tree,CTS tree,built,
cells_and_area,layout cells sized above 1,0.0833,
detailed_routing,DRC,0,
grt,first-pass GRT wire length,1600,um
clock_tree,setup repair bufs after CTS,0,
sta,Setup Skew,0.00177,ns
sta,fmax,618,MHz
grt,largest net degree at the start of global routing,8,
clock_tree,clock sinks,13,
worst_setup_path,critical path arrival,1.53,ns
worst_setup_path,CP required,1.91,ns
detailed_routing,Via density,3.21,
logic_synthesis,Seq cells post-synth,13,
grt,number of global-route vias before repair,371,
pwr,LEAKAGE,0.222,nW
detailed_routing,met2 wire length,398,um
pwr,worst vdd ir,0.225,mV
cells_and_area,FILL cells,558,
detailed_routing,Antenna Nets Post-Route,0,
logic_synthesis,Yosys top cell by instances,dfxtp_1,
detailed_routing,Met3 Wirelength,61,um
clock_tree,H-tree depth,1,
placed_design,detailed placement HPWL,661,um
logic_synthesis,Synth Cell Area,549,um2
sta,Fin. Hold Viols,0,
placed_design,placed insts,123,
grt,antenna violations before repair,0,
worst_hold_path,Hold Path Class,reg -> reg,
die,# rows,25,
logic_synthesis,Synth async-reset ratio,0,
clock_tree,CTS resizes,0,
worst_setup_path,"critical path fanouts, max",7,
logic_synthesis,Cell Type Count,26,
die,die area,8280,um2
worst_setup_path,Crit. End Element,flop,
sta,# setup viols final,0,
logic_synthesis,synthesis area per yosys,549,um2
detailed_routing,routed length per instance,7.81,um
detailed_routing,TritonRoute pass-1 iters,4,
cells_and_area,utilization after layout,0.143,
die,Ports,2,
logic_synthesis,Top cell area share,0.437,
logic_synthesis,synth warn,1,
cells_and_area,Finished Layout Cells,127,
die,Core Area,4820,um2
cells_and_area,Layout area overhead,25.3,%
logic_synthesis,Top cells by area,"dfxtp_1, xnor2_1, edfxtp_1, nand3_1, xor2_1",
pwr,PwrDens,716,nW/um2
logic_synthesis,Synth Instances,55,
sta,Final Max Slew Viols,0,
logic_synthesis,most used flip-flop cell,dfxtp_1,
die,die width,91,um
clock_tree,Hold Buf Count CTS,0,
logic_synthesis,top cells by count,"dfxtp_1, nand3_1, xnor2_1",
detailed_routing,Vias,408,
worst_setup_path,Worst Setup Path Type,reg -> reg,
placed_design,RD Place Congestion,0.791,
detailed_routing,total inserted antenna cells,0,
clock_tree,clk slew on worst S/H paths,0.05,ns
detailed_routing,iteration-0 DRC count of the detailed router,15,
logic_synthesis,Yosys top cell by area,dfxtp_1,
sta,worst slew pin tran,0.326,ns
[critical path, stage by stage, from the launching register on]
cell and delay [ns]:
dfxtp_1 0.41, ha_1 0.30, nand4bb_1 0.21, nor3_4 0.36
[layout make-up]
class | instances | area [um2] | area share
repair buffers | 1 | 10.0 | 0.0145
multi-input cells | 40 | 272 | 0.395
clock buffers | 4 | 45.0 | 0.0655
flip-flops and latches | 13 | 270 | 0.393
well taps | 67 | 83.8 | 0.122
inverters | 2 | 7.51 | 0.0109
[through the flow]
step | hold WS [ns] | total power, W | cell area [um2] | setup slack, ns
detailed placement | 0.477 | 0.000267 | 643 | 0.425
CTS | 0.490 | 0.000500 | 688 | 0.407
global route | 0.542 | 0.000511 | 688 | 0.311
global placement | 0.483 | 0.000267 | 643 | 0.467
floorplan | 0.452 | 0.000267 | 549 | 0.571
finish | 0.495 | 0.000493 | 688 | 0.382
[kinds of logic (layout without fill, tap and decap cells)]
family          count (synthesis)  in the layout  share of synthesized area
buf+inv                         2              7                     0.0137
xor+xnor                        6              6                     0.0957
compound gates                  9              9                      0.100
flops                          13             13                      0.492
simple gates                   24             24                      0.276
fa+ha+maj                       1              1                     0.0228
[flip-flops by register name, indices dropped and copies added, names as in the netlist]
register,flops
clk1,1
prescale,12
[placed cells by master, fill, tap and decap left out, types with 2 or more instances in the layout]
| cell | count |
|---|---|
| nand2_1 | 3 |
| nor4_1 | 2 |
| inv_1 | 2 |
| xor2_1 | 2 |
| xnor2_1 | 4 |
| nor2_1 | 3 |
| nand3_1 | 5 |
| dfxtp_1 | 12 |
| nand4_1 | 2 |
| a21oi_1 | 3 |
| a31oi_1 | 2 |
| clkbuf_8 | 3 |
[where the power goes]
part           switching, W  internal [W]
Sequential                0      0.000262
Combinational             0             0
Clock             0.0000902      0.000141
[per-layer routing]
metal	GRT usage	vias to the layer above
li1	-	218
met1	0.0303	182
met2	0.0310	6
met3	0.00664	2
met4	0.00914	0
met5	0	-
[worst paths after layout]
check | from | endpoint | slack (ns) | depth (start not counted)
max reg2reg | prescale[0]$_SDFF_PN0_ | clk1$_DFFE_PN_ | 0.38 | 3
min | prescale[0]$_SDFF_PN0_ | prescale[0]$_SDFF_PN0_ | 0.49 | 1
max | prescale[0]$_SDFF_PN0_ | clk1$_DFFE_PN_ | 0.38 | 3
min reg2reg | prescale[0]$_SDFF_PN0_ | prescale[0]$_SDFF_PN0_ | 0.49 | 1
Power and IR drop assume default switching activity.
