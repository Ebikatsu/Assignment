## config.mk

```make
export PLATFORM = sky130hd
export DESIGN_NAME = adder8
export DESIGN_NICKNAME = adder8
export VERILOG_FILES = /design/flow/design.v
export SDC_FILE = /design/flow/constraint.sdc
export NUM_CORES = 4
export LEC_CHECK = 1
export CORE_AREA = 10 10 70 70
export DIE_AREA = 0 0 80 80
```

## constraint.sdc

```tcl
current_design adder8

set clk_period 2.6
set clk_io_pct 0.2

create_clock -name clk0 -period $clk_period

set non_clock_inputs [all_inputs -no_clocks]
set_input_delay [expr $clk_period * $clk_io_pct] -clock clk0 $non_clock_inputs
set_output_delay [expr $clk_period * $clk_io_pct] -clock clk0 [all_outputs]
```

## design.v

```verilog
module adder8(
	input  logic [7:0]a,b,
	output logic [8:0]s
);
	wire cu[6:0];
	halfadder ado(a[0],b[0],cu[0],s[0]);
	fulladder ad1(a[1],b[1],cu[0],cu[1],s[1]);
	fulladder ad2(a[2],b[2],cu[1],cu[2],s[2]);
	fulladder ad3(a[3],b[3],cu[2],cu[3],s[3]);
	fulladder ad4(a[4],b[4],cu[3],cu[4],s[4]);
	fulladder ad5(a[5],b[5],cu[4],cu[5],s[5]);
	fulladder ad6(a[6],b[6],cu[5],cu[6],s[6]);
	fulladder ad7(a[7],b[7],cu[6],s[8],s[7]);
endmodule
module halfadder
(
	input	logic	a,
	input	logic	b,
	output	logic	co,
	output	logic	s
);
	assign s =
		( a & ~b) |
		(~a &  b) ;
	assign co = a & b;
endmodule
module fulladder
(
	input	logic	a,b,ci,
	output	logic	co,s
);
	assign co =
		(~a &  b &  ci) | 
		( a & ~b &  ci) | 
		( a &  b & ~ci) | 
		( a &  b &  ci) ; 
	assign s =
		( a & ~b & ~ci) | 
		(~a &  b & ~ci) | 
		(~a & ~b &  ci) | 
		( a &  b &  ci) ; 
endmodule
module fulladderUsingHalfadder
(
	input	logic	a,b,ci,
	output	logic	co,s
);
	wire co0,co1,s0;
	halfadder ha0(a,b,co0,s0);
	halfadder ha1(s0,ci,co1,s);
	assign co = co0 | co1;
endmodule
```

## run.sh

```bash
#!/bin/bash
# OpenROAD 26Q1-2900-gdf79404cd8, Yosys 0.63+post, stock flow scripts
make -C /OpenROAD-flow-scripts/flow DESIGN_CONFIG=/design/flow/config.mk WORK_HOME=/design/flow/orfs finish
```

==> results_dict.tcl <==
# implementation run metrics
set metrics [dict create \
    port_buffers 25 \
    dp_hpwl_um 953 \
    fp-row-count 21 \
    via_per_inst 3.21 \
    relSlewSlack 0.842 \
    tool_warnings 36 \
    p_comb_frac 1.000 \
    vdd_drop_max_mv 0.0757 \
    p_leak_nw 0.317 \
    postSynthSeqShare 0 \
    start_kind "input port" \
    outcome "finished with violations" \
    globalRouteMet1Util 0.0485 \
    grt_pass1_vias 397 \
    top_area_cell "xnor2_1" \
    top_cell "buf_4" \
    dp.cells 121 \
    pwr-share-seq 0 \
    grt_pass1_wl_mm 1.82 \
    switching_share 0.326 \
    io_pins 25 \
    p_clk_frac 0 \
    finalClockPeriodUsage 1.12 \
    rsz0062_at_grt "yes" \
    p_total_mw 0.156 \
    fp.dieH_um 80 \
    seq_cells 0 \
    drc_errors 0 \
    mappedNetlistArea_um2 350 \
    syn_avg_cell_area_um2 7.79 \
    ys_chip_area_um2 350 \
    n_antenna_cell 0 \
    worst-path-max-fanout 2 \
    critical-path-max-stage-delay_ns 0.49 \
    hold_buffers 0 \
    layout-drive-gt1-share 0.481 \
    clock.fmax_mhz 342 \
    cp-end-kind "output pin" \
    finalHoldViolations 0 \
    grtUsageTotal 0.0338 \
    powerDensity_mw_per_mm2 212 \
    hp-class "input port to output pin" \
    grt_start_max_net_pins 6 \
    finalMaxSlewViolations 0 \
    synthCells 45 \
    vias 395 \
    fin_crit_ns 2.92 \
    synth_cell_types 20 \
    use_met3 0.0193 \
    grt_antenna_before_repair 0 \
    regArea_um2 0 \
    fin_ws_ns -0.325 \
    die_area_mm2 0.00640 \
    setup_viol 5 \
    cpMaxStageDelayCell "fa_1" \
    global_route.usage.met2 0.0449 \
    fp_util 0.103 \
    violations "negative setup slack" \
    drt_pass1_iterations 2 \
    grt.busiest_layer "met1" \
    wl_mm 1.08 \
    cp.required_ns 2.08 \
    clkbuf_count 0 \
    worstPathArrival_ns 2.40 \
    grt_overflow 0 \
    gp_congestion 0.685 \
    tightest_slew_ns 0.237 \
    top_area_frac 0.200 \
    ant_nets 0 \
    common_cells "9 x buf_4, 8 x xnor2_1, 3 x nor2_1, 3 x xor2_1" \
    final.setup.tns_ns -0.916 \
    maxCapViolCount 0 \
    final_cells 123 \
    power_switching_mw 0.0509 \
    path_class "input port to output pin" \
    die_width_um 80 \
    p_int_mw 0.105 \
    areaGrowthSynthToFinish_pct 110 \
    drtIter0Drc 6 \
    core_mm2 0.00342 \
    topCellsByArea "xnor2_1 20%, buf_4 19%, xor2_1 7.5%, ha_1 7.1%, maj3_2 6.4%" \
    synth_warnings 1 \
    crit_chain "buf_8, ha_4, xor2_2, a221o_1, maj3_2, a21oi_2, o21ai_2, fa_1, buf_2" \
    wl_per_cell_um 8.78 \
    ys_cells 45 \
]
[layout make-up]
cell class | count | area, µm²
Inverter | 2 | 7.51
Multi-Input combinational cell | 34 | 328
Timing Repair Buffer | 41 | 344
Tap cell | 46 | 57.6
Fill cell | 378 | 2680
[placed cells by master, fill, tap and decap left out, types with 2 or more instances in the layout]
cell type	instances
xnor2_2	3
nor2_1	3
buf_2	7
a31oi_1	2
inv_1	2
buf_6	2
nand2_1	2
clkdlybuf4s50_1	14
xnor2_1	5
maj3_2	2
xor2_1	2
buf_4	15
[final timing paths]
check | start | to | slack (ns) | depth (start not counted)
worst min-delay path | a[0] | s[0] | 1.69 | 3
worst max-delay path | b[0] | s[7] | -0.32 | 9
[worst max-delay path, delay by kind of cell]
family	cells	cell delay (ns)
fa+ha+maj	3	0.98
compound gates	3	0.57
buf+inv	2	0.19
xor+xnor	1	0.14
[cell families (layout without fill, tap and decap cells)]
family | count (synthesis) | in the layout | share of synthesized area
xor+xnor | 11 | 11 | 0.275
buf+inv | 11 | 43 | 0.214
compound gates | 12 | 12 | 0.246
simple gates | 6 | 6 | 0.0714
fa+ha+maj | 5 | 5 | 0.193
[layer usage]
metal  up-vias  part of all wire
met1       163              0.48
met3         0              0.18
met4         0                 0
li1        212                 -
met5         -                 0
met2        20              0.34
[what timing repair did]
action | CTS | global route
gates resized | 44 | 4
buffers inserted | 1 | 3
setup endpoints to repair | 8 | 6
pin swaps | 9 | 4
[stage by stage]
step           instance area (µm²)   util  setup WS [ns]  hold WS, ns
6_report                       737  0.216         -0.325         1.69
5_1_grt                        737  0.216         -0.422         1.72
4_1_cts                        704  0.206         -0.341         1.69
3_5_place_dp                   702  0.205          -1.12         2.12
3_3_place_gp                   702  0.205          -1.10         2.12
2_1_floorplan                  357      -         -0.272         1.20
[power groups by stage]
stage / Clock (mW) / Sequential [mW] / Combinational, mW
4_1_cts: 0 / 0 / 0.150
5_1_grt: 0 / 0 / 0.173
6_report: 0 / 0 / 0.156
No activity file was given, so power comes from the tool's default toggle rates.
